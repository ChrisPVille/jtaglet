--- config.mk ---
export PLATFORM = sky130hd
export DESIGN_NAME = debug_control
export DESIGN_NICKNAME = debug_control
export VERILOG_FILES = /design/flow/design.v
export SDC_FILE = /design/flow/constraint.sdc
export NUM_CORES = 4
export LEC_CHECK = 1
export CORE_UTILIZATION = 40
--- constraint.sdc ---
current_design debug_control

set clk_period 5.7
set clk_io_pct 0.2

create_clock -name clk0 -period $clk_period [get_ports {cpu_clk}]
create_clock -name clk1 -period $clk_period [get_ports {jtag_tck}]

set non_clock_inputs [all_inputs -no_clocks]
set_input_delay [expr $clk_period * $clk_io_pct] -clock clk0 $non_clock_inputs
set_output_delay [expr $clk_period * $clk_io_pct] -clock clk0 [all_outputs]
--- design.v ---
module debug_control(
    input jtag_tck,
    input jtag_tms,
    input jtag_tdi,
    input jtag_trst,
    output jtag_tdo,
    input sys_rstn,  
    input cpu_clk,
    output reg[31:0] cpu_imem_addr,
    output reg[31:0] cpu_debug_to_imem_data,
    input[31:0] cpu_imem_to_debug_data,
    input cpu_imem_to_debug_data_ready,
    output reg cpu_imem_ce,
    output reg cpu_imem_we,
    output reg[31:0] cpu_dmem_addr,
    output reg[31:0] cpu_debug_to_dmem_data,
    input[31:0] cpu_dmem_to_debug_data,
    input cpu_dmem_to_debug_data_ready,
    output reg cpu_dmem_ce,
    output reg cpu_dmem_we,
    output reg cpu_halt_cpu,
    output cpu_resetn_cpu
    );
    wire jtag_userOp_ready;
    wire cpu_userOp_ready;
    wire[7:0] jtag_userOp;
    wire[31:0] jtag_userData;
    reg[31:0] cpu_userData;
    jtaglet #(.ID_PARTVER(4'h1), .ID_PARTNUM(16'hBEEF), .ID_MANF(11'h035)) jtag_if
        (.tck(jtag_tck), .tms(jtag_tms), .tdo(jtag_tdo), .tdi(jtag_tdi), .trst(jtag_trst),
         .userData_out(jtag_userData), .userData_in(cpu_userData), .userOp(jtag_userOp),
         .userOp_ready(jtag_userOp_ready));
    ff_sync #(.WIDTH(1)) userOpReady_toCPUDomain
        (.clk(cpu_clk), .rst_p(~sys_rstn), .in_async(jtag_userOp_ready), .out(cpu_userOp_ready));
    localparam DEBUGOP_NOOP_OP      = 8'h00;
    localparam DEBUGOP_CPUHALT_OP   = 8'h01;
    localparam DEBUGOP_CPURESUME_OP = 8'h02;
    localparam DEBUGOP_CPURESET_OP  = 8'h03;
    localparam DEBUGOP_READIMEM_OP  = 8'h04;
    localparam DEBUGOP_WRITEIMEM_OP = 8'h05;
    localparam DEBUGOP_READDMEM_OP  = 8'h06;
    localparam DEBUGOP_WRITEDMEM_OP = 8'h07;
    localparam DEBUGOP_IADDR_REG     = 8'h80;
    localparam DEBUGOP_IDATA_REG     = 8'h81;
    localparam DEBUGOP_DADDR_REG     = 8'h82;
    localparam DEBUGOP_DDATA_REG     = 8'h83;
    localparam DEBUGOP_CPUFLAGS_REG  = 8'h84;
    reg cpu_userOp_ready_last;
    wire execUserOp = ~cpu_userOp_ready_last & cpu_userOp_ready;
    always @(posedge cpu_clk or negedge sys_rstn) begin
        if(~sys_rstn) cpu_userOp_ready_last <= 0;
        else cpu_userOp_ready_last <= cpu_userOp_ready;
    end
    always @(posedge cpu_clk or negedge sys_rstn) begin
        if(~sys_rstn) begin
            cpu_imem_we <= 0;
            cpu_imem_ce <= 0;
        end else begin
            cpu_imem_we <= 0;
            cpu_imem_ce <= 0;
            if(execUserOp) case(jtag_userOp)
                DEBUGOP_READIMEM_OP: cpu_imem_ce <= 1;
                DEBUGOP_WRITEIMEM_OP: begin
                    cpu_imem_we <= 1;
                    cpu_imem_ce <= 1;
                end
            endcase
        end
    end
    always @(posedge cpu_clk or negedge sys_rstn) begin
        if(~sys_rstn) begin
            cpu_dmem_we <= 0;
            cpu_dmem_ce <= 0;
        end else begin
            cpu_dmem_we <= 0;
            cpu_dmem_ce <= 0;
            if(execUserOp) case(jtag_userOp)
                DEBUGOP_READDMEM_OP: cpu_dmem_ce <= 1;
                DEBUGOP_WRITEDMEM_OP: begin
                    cpu_dmem_we <= 1;
                    cpu_dmem_ce <= 1;
                end
            endcase
        end
    end
    always @(posedge cpu_clk) begin
        if(execUserOp) case(jtag_userOp)
            DEBUGOP_IADDR_REG: cpu_imem_addr <= jtag_userData;
        endcase
    end
    always @(posedge cpu_clk) begin
        if(execUserOp) case(jtag_userOp)
            DEBUGOP_IDATA_REG: cpu_debug_to_imem_data <= jtag_userData;
        endcase
    end
    always @(posedge cpu_clk) begin
        if(execUserOp) case(jtag_userOp)
            DEBUGOP_DADDR_REG: cpu_dmem_addr <= jtag_userData;
        endcase
    end
    always @(posedge cpu_clk) begin
        if(execUserOp) case(jtag_userOp)
            DEBUGOP_DDATA_REG: cpu_debug_to_dmem_data <= jtag_userData;
        endcase
    end
    always @(posedge cpu_clk or negedge sys_rstn) begin
        if(~sys_rstn) begin
            cpu_userData <= 0;
        end else begin
            if(cpu_imem_to_debug_data_ready) cpu_userData <= cpu_imem_to_debug_data;
            else if(cpu_dmem_to_debug_data_ready) cpu_userData <= cpu_dmem_to_debug_data;
        end
    end
    reg requestReset;
    reg[9:0] resetStretch;
    assign cpu_resetn_cpu = ~(|resetStretch);
    always @(posedge cpu_clk or negedge sys_rstn) begin
        if(~sys_rstn) resetStretch <= 10'b0;
        else if(requestReset) resetStretch <= {10{1'b1}};
        else if(resetStretch != 0) resetStretch <= resetStretch - 1;
    end
    always @(posedge cpu_clk or negedge sys_rstn) begin
        if(~sys_rstn) begin
            cpu_halt_cpu <= 0;
            requestReset <= 0;
        end else begin
            requestReset <= 0;
            if(execUserOp) case(jtag_userOp)
                DEBUGOP_CPUHALT_OP: cpu_halt_cpu <= 1;
                DEBUGOP_CPURESUME_OP: cpu_halt_cpu <= 0;
                DEBUGOP_CPURESET_OP: begin
                    cpu_halt_cpu <= 0;
                    requestReset <= 1;
                end
            endcase
        end
    end
endmodule
module jtaglet #(
    parameter IR_LEN = 4,
    parameter ID_PARTVER = 4'h0,
    parameter ID_PARTNUM = 16'h0000,
    parameter ID_MANF = 11'h000,
    parameter USERDATA_LEN = 32,
    parameter USEROP_LEN = 8
    )(
    input tck,
    input tms,
    input tdi,
    output reg tdo,
    input trst,
    input[USERDATA_LEN-1:0] userData_in,
    output[USERDATA_LEN-1:0] userData_out,
    output[USEROP_LEN-1:0] userOp,
    output userOp_ready
    );
    localparam USERDATA_OP = 4'b1000;
    localparam USEROP_OP = 4'b1001;
    localparam IDCODE_OP = {{(IR_LEN-1){1'b1}},1'b0};  
    localparam BYPASS_OP = {IR_LEN{1'b1}}; 
    wire[31:0] idcode = {ID_PARTVER, ID_PARTNUM, ID_MANF, 1'b1};
    wire state_tlr, state_capturedr, state_captureir, state_shiftdr, state_shiftir,
        state_updatedr, state_updateir;
    jtag_state_machine jsm(.tck(tck), .tms(tms), .trst(trst), .state_tlr(state_tlr),
        .state_capturedr(state_capturedr), .state_captureir(state_captureir),
        .state_shiftdr(state_shiftdr), .state_shiftir(state_shiftir),
        .state_updatedr(state_updatedr), .state_updateir(state_updateir));
    reg[IR_LEN-1:0] ir_reg;
    wire userData_tdo;
    jtag_reg #(.IR_LEN(IR_LEN), .DR_LEN(USERDATA_LEN), .IR_OPCODE(USERDATA_OP)) userData_reg
        (.tck(tck), .trst(trst), .tdi(tdi), .tdo(userData_tdo), .state_tlr(state_tlr),
         .state_capturedr(state_capturedr), .state_shiftdr(state_shiftdr),
         .state_updatedr(state_updatedr), .ir_reg(ir_reg), .dr_dataOut(userData_out),
         .dr_dataIn(userData_in), .dr_dataOutReady());
    wire userOp_tdo;
    jtag_reg #(.IR_LEN(IR_LEN), .DR_LEN(USEROP_LEN), .IR_OPCODE(USEROP_OP)) userOp_reg
        (.tck(tck), .trst(trst), .tdi(tdi), .tdo(userOp_tdo), .state_tlr(state_tlr),
         .state_capturedr(state_capturedr), .state_shiftdr(state_shiftdr),
         .state_updatedr(state_updatedr), .ir_reg(ir_reg), .dr_dataOut(userOp),
         .dr_dataIn(8'b0), .dr_dataOutReady(userOp_ready));
    wire idcode_tdo;
    jtag_reg #(.IR_LEN(IR_LEN), .DR_LEN(32), .IR_OPCODE(IDCODE_OP)) idcode_reg
        (.tck(tck), .trst(trst), .tdi(tdi), .tdo(idcode_tdo), .state_tlr(state_tlr),
         .state_capturedr(state_capturedr), .state_shiftdr(state_shiftdr),
         .state_updatedr(1'b0), .ir_reg(ir_reg), .dr_dataOut(),
         .dr_dataIn(idcode), .dr_dataOutReady());
    wire bypass_tdo;
    jtag_reg #(.IR_LEN(IR_LEN), .DR_LEN(1), .IR_OPCODE(BYPASS_OP)) bypass_reg
         (.tck(tck), .trst(trst), .tdi(tdi), .tdo(bypass_tdo), .state_tlr(state_tlr),
          .state_capturedr(state_capturedr), .state_shiftdr(state_shiftdr),
          .state_updatedr(1'b0), .ir_reg(ir_reg), .dr_dataOut(),
          .dr_dataIn(1'b0), .dr_dataOutReady());
    wire ir_tdo;
    assign ir_tdo = ir_reg[0];
    always @(posedge tck or negedge trst) begin
        if(~trst) begin
            ir_reg <= IDCODE_OP;
        end else if(state_tlr) begin
            ir_reg <= IDCODE_OP;
        end else if(state_captureir) begin
            ir_reg <= {{(IR_LEN-1){1'b0}},1'b1};  
        end else if(state_shiftir) begin
            ir_reg <= {tdi, ir_reg[IR_LEN-1:1]};
        end
    end
    reg tdo_pre;
    always @(*) begin
        tdo_pre = 0;
        if(state_shiftdr) begin
            case(ir_reg)
                IDCODE_OP:      tdo_pre = idcode_tdo;
                BYPASS_OP:      tdo_pre = bypass_tdo;
                USERDATA_OP:    tdo_pre = userData_tdo;
                USEROP_OP:      tdo_pre = userOp_tdo;
                default:        tdo_pre = bypass_tdo;
            endcase
        end else if(state_shiftir) begin
            tdo_pre = ir_tdo;
        end
    end
    always @(negedge tck)
    begin
        tdo <= tdo_pre;
    end
endmodule
module ff_sync #(parameter WIDTH=1)(
    input clk,
    input rst_p,
    input[WIDTH-1:0] in_async,
    output reg[WIDTH-1:0] out);
    (* ASYNC_REG = "TRUE" *) reg[WIDTH-1:0] sync_reg;
    always @(posedge clk, posedge rst_p) begin
        if(rst_p) begin
            sync_reg <= 0;
            out <= 0;
        end else begin
            {out, sync_reg} <= {sync_reg, in_async};
        end
    end
endmodule
module jtag_reg #(
        parameter IR_LEN = 4,
        parameter DR_LEN = 1,
        parameter IR_OPCODE = 4'b0
        ) (
        input tck,
        input trst,
        input tdi,
        output tdo,
        input state_tlr,
        input state_capturedr,
        input state_shiftdr,
        input state_updatedr,
        input[IR_LEN-1:0] ir_reg,
        input[DR_LEN-1:0] dr_dataIn,
        output reg[DR_LEN-1:0] dr_dataOut,
        output reg dr_dataOutReady
    );
    reg[DR_LEN-1:0] dr_reg;
    assign tdo = dr_reg[0];
    always @(posedge tck or negedge trst) begin
        if(~trst) begin
            dr_reg <= 0;
            dr_dataOut <= 0;
            dr_dataOutReady <= 0;
        end else begin
            dr_dataOutReady <= 0;
            if(state_tlr) dr_reg <= dr_dataIn;
            if(ir_reg == IR_OPCODE) begin
                if(state_capturedr) dr_reg <= dr_dataIn;
                else if(state_shiftdr) begin
                    if(DR_LEN == 1) dr_reg <= tdi;
                    else dr_reg <= {tdi, dr_reg[DR_LEN-1:1]};
                end else if(state_updatedr) begin
                    dr_dataOut <= dr_reg;
                    dr_dataOutReady <= 1;
                end
            end
        end
    end
endmodule
module jtag_state_machine(
        input tck,
        input tms,
        input trst,
        output state_tlr,
        output state_capturedr,
        output state_captureir,
        output state_shiftdr,
        output state_shiftir,
        output state_updatedr,
        output state_updateir
    );
    localparam TEST_LOGIC_RESET = 4'h0;
    localparam RUN_TEST_IDLE    = 4'h1;
    localparam SELECT_DR        = 4'h2;
    localparam CAPTURE_DR       = 4'h3;
    localparam SHIFT_DR         = 4'h4;
    localparam EXIT1_DR         = 4'h5;
    localparam PAUSE_DR         = 4'h6;
    localparam EXIT2_DR         = 4'h7;
    localparam UPDATE_DR        = 4'h8;
    localparam SELECT_IR        = 4'h9;
    localparam CAPTURE_IR       = 4'hA;
    localparam SHIFT_IR         = 4'hB;
    localparam EXIT1_IR         = 4'hC;
    localparam PAUSE_IR         = 4'hD;
    localparam EXIT2_IR         = 4'hE;
    localparam UPDATE_IR        = 4'hF;
    reg[3:0] state;
    always @(posedge tck or negedge trst) begin
        if(~trst) begin
            state <= TEST_LOGIC_RESET;
        end else begin
            case(state)
                TEST_LOGIC_RESET: state <= tms ? TEST_LOGIC_RESET : RUN_TEST_IDLE;
                RUN_TEST_IDLE:    state <= tms ? SELECT_DR : RUN_TEST_IDLE;
                SELECT_DR :       state <= tms ? SELECT_IR : CAPTURE_DR;
                CAPTURE_DR :      state <= tms ? EXIT1_DR : SHIFT_DR;
                SHIFT_DR:         state <= tms ? EXIT1_DR : SHIFT_DR;
                EXIT1_DR:         state <= tms ? UPDATE_DR : PAUSE_DR;
                PAUSE_DR:         state <= tms ? EXIT2_DR : PAUSE_DR;
                EXIT2_DR:         state <= tms ? UPDATE_DR : SHIFT_DR;
                UPDATE_DR:        state <= tms ? SELECT_DR : RUN_TEST_IDLE;
                SELECT_IR:        state <= tms ? TEST_LOGIC_RESET : CAPTURE_IR;
                CAPTURE_IR:       state <= tms ? EXIT1_IR : SHIFT_IR;
                SHIFT_IR :        state <= tms ? EXIT1_IR : SHIFT_IR;
                EXIT1_IR:         state <= tms ? UPDATE_IR : PAUSE_IR;
                PAUSE_IR:         state <= tms ? EXIT2_IR : PAUSE_IR;
                EXIT2_IR:         state <= tms ? UPDATE_IR : SHIFT_IR;
                UPDATE_IR:        state <= tms ? SELECT_DR : RUN_TEST_IDLE;
            endcase
        end
    end
    assign state_tlr = (state == TEST_LOGIC_RESET);
    assign state_capturedr = (state == CAPTURE_DR);
    assign state_captureir = (state == CAPTURE_IR);
    assign state_shiftdr = (state == SHIFT_DR);
    assign state_shiftir = (state == SHIFT_IR);
    assign state_updatedr = (state == UPDATE_DR);
    assign state_updateir = (state == UPDATE_IR);
endmodule
--- run.sh ---
#!/bin/bash
# OpenROAD 26Q1-2900-gdf79404cd8, Yosys 0.63+post, stock flow scripts
make -C /OpenROAD-flow-scripts/flow DESIGN_CONFIG=/design/flow/config.mk WORK_HOME=/design/flow/orfs finish
==> run notes <==
The flow completed. The mapped netlist covers 0.01199 sq mm. The layout summary lists the proportion of cells stronger than drive strength 1 as 12.32%. The run finished with clean final reports. TritonCTS built the clock tree. Yosys stat chip area landed at 0.01199 sq mm.

Average size of a mapped cell landed at 13.90 sq um. The signal on the critical path passes through clkdlybuf4s50_1. Number of warning messages in the logs landed at 27. Broken down by cell family, the worst path's largest delay share belongs to buffers and inverters. According to the timing report, the arrival time at the worst endpoint equals 4.05 ns. STA classifies the critical path startpoint as a flop. Final tally of hold violations landed at 0. The number of maximum-capacitance violations recorded for the run is 0.

Synthesis produced 862 cells. Chip area landed at 0.03066 sq mm. Number of flip-flops and latches in the synthesized netlist landed at 314. On the critical path, the stage with the largest delay is an instance of sky130_fd_sc_hd__clkdlybuf4s50_1. The post-CTS hold buffer count recorded in the log is 0. The die is 175.1 microns wide. The synthesis report names the predominant flop master as sky130_fd_sc_hd__dfrtp_1. Per the log, the first TritonRoute iteration ended with a DRC count of 466. Count of buffers from port buffering landed at 205. Per Yosys stat, the portion of area used by sequential elements is 70.91%.

On the worst setup and hold paths after CTS, the clock-pin slew comes to 0.07 ns. The report lists the power per cell area as 360.7 mW/mm^2. The via count of the first global-routing pass was 7447. Counting the warning lines in the Yosys log gives 8. STA puts the critical path data required time at 4.56 ns. The core region is 0.02956 sq mm.

Number of design rule violations left after detail routing landed at 0. Measured on the finished design, the core utilization comes to 52.77%. Per the post-route antenna check, the number of violating nets is 0.

Combined buffer and inverter count along the critical path landed at 1. Largest net degree at the start of global routing landed at 68. The post-synth count of flops with an enable pin is 128.

In the final routed layout, each cell accounts on average for 18.08 microns. HPWL reported at the end of detailed placement landed at 16.56 mm. Chip height landed at 175.1 microns. The floorplan has 63 rows. Global routing finished with a remaining overflow of 0.

Number of distinct library cells after synthesis landed at 48. Aggregate negative setup slack landed at 0 ns. Worst slew slack as a fraction of its limit landed at 49.71%.

Via total after detailed routing landed at 7589. I/O pin count landed at 207. Setup repair after global routing left no endpoint under its margin. Count of pins over their slew limit landed at 0. The filler cells instantiated in the layout total 2412. The tightest min-delay check is of the reg -> reg type.

The tree built by TritonCTS fans out to 314 sinks. Biggest cell delay along the critical path landed at 0.46 ns. Largest fanout on the critical path landed at 1. Static leakage landed at 0.006153 uW. Starting density of the core landed at 40.55%.

Placer's final routability congestion estimate landed at 0.8337. Number of vias per cell after detailed routing landed at 5.100. In the log, the iteration count for the first detailed-route pass is 7. Number of setup violations in the final report landed at 0. The number of gates resized after CTS was 0. Number of antenna violations at the first check in global routing landed at 2. Post-CTS setup-driven buffer insertion count landed at 0. The first global-routing pass estimated 42.55 mm of wire. Between the synthesized netlist and the finished layout, the area growth was recorded as 30.15%.

Number of cells in Yosys stat landed at 862. VDD sags by at most 0.2043 mV. Global-route usage over all layers landed at 19.22%. The worst setup path is captured at a primary output. The transition time recorded at the tightest slew-check pin is 0.7543 ns. The clock arrives with 0.03356 ns of skew. The detailed router reported a total wirelength of 26.90 mm.

The synthesis report gives the async set-or-reset register share as 58.92%. By startpoint and endpoint, the worst setup path is classified as reg -> out.
-- power breakdown --
part,switching (uW),internal (uW)
combinational,285,303
clock,961,1260
sequential,195,2620
-- cells in the mapped netlist (7+ instances only) --
cell type                    n  share of area (%)
sky130_fd_sc_hd__a22o_1     20                1.5
sky130_fd_sc_hd__nor2_1     84                2.6
sky130_fd_sc_hd__nor2b_1     9               0.47
sky130_fd_sc_hd__o22a_1     19                1.4
sky130_fd_sc_hd__a31oi_1    35                1.8
sky130_fd_sc_hd__and2_1      8               0.42
sky130_fd_sc_hd__dfrtp_1   181                 38
sky130_fd_sc_hd__nand2_1    40                1.3
sky130_fd_sc_hd__mux2i_1    68                5.7
sky130_fd_sc_hd__inv_1       9               0.28
sky130_fd_sc_hd__a21oi_1    38                1.6
sky130_fd_sc_hd__mux2_2     39                3.7
sky130_fd_sc_hd__nor3_1      7               0.29
sky130_fd_sc_hd__edfxtp_1  128                 32
sky130_fd_sc_hd__clkbuf_1   28               0.88
sky130_fd_sc_hd__o21ai_0    71                3.0
sky130_fd_sc_hd__buf_2      21               0.88
-- kinds of logic after synthesis --
kind of cell    share of synthesized area [%]
buf+inv                                 2.067
fa+ha+maj                              0.1044
mux                                     9.437
xor+xnor                               0.1462
simple gates                            6.608
flops                                   70.91
compound gates                          10.73
-- metal layers --
metal	vias up	share of wire, %	track usage [%]	wire (microns)
met5	-	0.048	0	13
li1	3590	-	-	-
met2	214	46	28.41	12440
met1	3756	46	31.24	12460
met4	2	2.4	3.514	641
met3	27	5.0	4.971	1352
-- metrics by stage --
step | power [uW] | hold WS (ns) | setup slack, ns | cells | cell area [sq um]
after floorplan | 3231 | 0.3312 | 0.8902 | 862 | 11990
after global placement | 3428 | 0.3347 | 0.9715 | 1422 | 14450
after detailed placement | 3450 | 0.3362 | 0.9614 | 1422 | 14450
after CTS | 5689 | 0.3458 | 0.4917 | 1486 | 15590
after global routing | 5883 | 0.3595 | 0.4681 | 1487 | 15600
final | 5626 | 0.3412 | 0.5050 | 1488 | 15600
-- placed cells by master, fill, tap and decap left out, types with 4 or more instances in the layout --
master and instances:
sky130_fd_sc_hd__a21oi_1 38, sky130_fd_sc_hd__nor3_1 6, sky130_fd_sc_hd__nor2_1 83, sky130_fd_sc_hd__clkbuf_16 35, sky130_fd_sc_hd__a31oi_1 35, sky130_fd_sc_hd__nor2b_1 9
sky130_fd_sc_hd__o21ai_0 71, sky130_fd_sc_hd__nand2_1 40, sky130_fd_sc_hd__o22a_1 19, sky130_fd_sc_hd__clkdlybuf4s50_1 201, sky130_fd_sc_hd__mux2i_1 68, sky130_fd_sc_hd__buf_4 15
sky130_fd_sc_hd__mux2_2 39, sky130_fd_sc_hd__clkinvlp_4 6, sky130_fd_sc_hd__nand3_1 4, sky130_fd_sc_hd__edfxtp_1 128, sky130_fd_sc_hd__inv_1 9, sky130_fd_sc_hd__dfrtp_1 180
sky130_fd_sc_hd__and2_1 7, sky130_fd_sc_hd__dfstp_2 4, sky130_fd_sc_hd__clkbuf_1 4, sky130_fd_sc_hd__inv_6 8, sky130_fd_sc_hd__a22o_1 20
-- area by class of cell --
type                            instances  area (sq um)  area share, %
Antenna cell                            2         5.005        0.03208
Clock buffer                           40         904.6          5.799
Clock inverter                         25         241.5          1.548
Inverter                                8         30.03         0.1925
Multi-Input combinational cell        489          3279          21.02
Sequential cell                       314          8499          54.49
Tap cell                              390         488.0          3.128
Timing Repair Buffer                  220          2151          13.79
-- final timing paths --
check,from,end,slack (ns),depth (start not counted)
worst max-delay path,jtag_if.tdo$_DFF_N_,jtag_tdo,0.51,1
worst min-delay path,jtag_if.userOp_reg.dr_dataOutReady$_DFF_PN0_,userOpReady_toCPUDomain.sync_reg$_DFF_PN0_,0.34,0
worst max register to register,jtag_if.ir_reg[3]$_DFFE_PN1P_,jtag_if.tdo$_DFF_N_,1.29,4
worst min register to register,jtag_if.userOp_reg.dr_dataOutReady$_DFF_PN0_,userOpReady_toCPUDomain.sync_reg$_DFF_PN0_,0.34,0
max in group clk1,jtag_if.ir_reg[3]$_DFFE_PN1P_,jtag_if.tdo$_DFF_N_,1.29,4
max in group asynchronous,jtag_trst,jtag_if.userData_reg.dr_dataOut[20]$_DFFE_PN0P_,4.02,2
min in group clk1,jtag_if.jsm.state[7]$_DFF_PN0_,jtag_if.jsm.state[15]$_DFF_PN0_,0.48,1
min in group asynchronous,sys_rstn,cpu_userData[14]$_DFFE_PN0P_,0.49,1
Power figures rest on the tool's default switching activity, not on a simulated workload.
